`design/flow/run.sh`:
```
#!/bin/bash
# OpenROAD 26Q1-2900-gdf79404cd8, Yosys 0.63+post, stock flow scripts
make -C /OpenROAD-flow-scripts/flow DESIGN_CONFIG=/design/flow/config.mk WORK_HOME=/design/flow/orfs finish
```
`design/flow/config.mk`:
```
export PLATFORM = sky130hd
export DESIGN_NAME = MaskGen
export DESIGN_NICKNAME = MaskGen
export VERILOG_FILES = /design/flow/design.v
export SDC_FILE = /design/flow/constraint.sdc
export NUM_CORES = 4
export LEC_CHECK = 1
export CORE_UTILIZATION = 40
```
`design/flow/constraint.sdc`:
```
current_design MaskGen

set clk_period 5.2
set clk_io_pct 0.2

create_clock -name clk0 -period $clk_period

set non_clock_inputs [all_inputs -no_clocks]
set_input_delay [expr $clk_period * $clk_io_pct] -clock clk0 $non_clock_inputs
set_output_delay [expr $clk_period * $clk_io_pct] -clock clk0 [all_outputs]
```
`design/flow/design.v`:
```
interface DDR_ift;
    logic [ 63:0] raddr_mem;
    logic [ 63:0] waddr_mem;
    logic [127:0] wdata_mem;
    logic [127:0] rdata_mem;
    logic         rvalid_mem;
    logic         wvalid_mem;
    logic         wen_mem;
    logic         ren_mem;
    logic [ 15:0] wmask_mem;
    modport Master(
        output waddr_mem,
        output raddr_mem,
        output wdata_mem,
        input rdata_mem,
        input rvalid_mem,
        input wvalid_mem,
        output wen_mem,
        output ren_mem,
        output wmask_mem
    );
    modport Slave(
        input waddr_mem,
        input raddr_mem,
        input wdata_mem,
        output rdata_mem,
        output wvalid_mem,
        output rvalid_mem,
        input wen_mem,
        input ren_mem,
        input wmask_mem
    );
endinterface
interface Uart_ift;
    logic [63:0] waddr_mem;
    logic [63:0] raddr_mem;
    logic [63:0] wdata_mem;
    logic [63:0] rdata_mem;
    logic        rvalid_mem;
    logic        wvalid_mem;
    logic        wen_mem;
    logic        ren_mem;
    logic [ 7:0] wmask_mem;
    modport Master(
        output waddr_mem,
        output raddr_mem,
        output wdata_mem,
        input rdata_mem,
        input rvalid_mem,
        input wvalid_mem,
        output wen_mem,
        output ren_mem,
        output wmask_mem
    );
    modport Slave(
        input waddr_mem,
        input raddr_mem,
        input wdata_mem,
        output rdata_mem,
        output rvalid_mem,
        output wvalid_mem,
        input wen_mem,
        input ren_mem,
        input wmask_mem
    );
endinterface
`timescale 1ns/1ps
module MaskGen(
    input  [2:0] memdata_width,
    input [2:0] alu_out,
    input [63:0] rs2_data,
    output reg [7:0] mask_out,
    output reg [63:0] rw_wdata
);
    always@(*) begin
        case(memdata_width)
            3'b000:begin
                mask_out=8'b00000000;
                rw_wdata=rs2_data;
            end
            3'b001:begin
                mask_out=8'b11111111;
                rw_wdata=rs2_data;
            end
            3'b010:begin
                case(alu_out[2])
                    1'b0:begin 
                        mask_out=8'b00001111;
                        rw_wdata=rs2_data;
                    end
                    1'b1:begin
                        mask_out=8'b11110000;
                        rw_wdata=rs2_data<<32;
                    end
                endcase
            end
            3'b011:begin
                case(alu_out[2:1])
                    2'b00:begin
                        mask_out=8'b00000011;
                        rw_wdata=rs2_data;
                    end
                    2'b01:begin
                        mask_out=8'b00001100;
                        rw_wdata=rs2_data<<16;
                    end
                    2'b10:begin
                        mask_out=8'b00110000;
                        rw_wdata=rs2_data<<32;
                    end
                    2'b11:begin
                        mask_out=8'b11000000;
                        rw_wdata=rs2_data<<48;
                    end
                endcase
            end
            3'b100:begin
                case(alu_out[2:0])
                    3'b000:begin
                        mask_out=8'b00000001;
                        rw_wdata=rs2_data;
                    end
                    3'b001:begin
                        mask_out=8'b00000010;
                        rw_wdata=rs2_data<<8;
                    end
                    3'b010:begin
                        mask_out=8'b00000100;
                        rw_wdata=rs2_data<<16;
                    end
                    3'b011:begin
                        mask_out=8'b00001000;
                        rw_wdata=rs2_data<<24;
                    end
                    3'b100:begin
                        mask_out=8'b00010000;
                        rw_wdata=rs2_data<<32;
                    end
                    3'b101:begin
                        mask_out=8'b00100000;
                        rw_wdata=rs2_data<<40;
                    end
                    3'b110:begin
                        mask_out=8'b01000000;
                        rw_wdata=rs2_data<<48;
                    end
                    3'b111:begin
                        mask_out=8'b10000000;
                        rw_wdata=rs2_data<<56;
                    end
                endcase
            end
            3'b101:begin
                case(alu_out[2])
                    1'b0:begin 
                        mask_out=8'b00001111;
                        rw_wdata=rs2_data;
                    end
                    1'b1:begin
                        mask_out=8'b11110000;
                        rw_wdata=rs2_data<<32;
                    end
                endcase
            end
            3'b110:begin
                case(alu_out[2:1])
                    2'b00:begin
                        mask_out=8'b00000011;
                        rw_wdata=rs2_data;
                    end
                    2'b01:begin
                        mask_out=8'b00001100;
                        rw_wdata=rs2_data<<16;
                    end
                    2'b10:begin
                        mask_out=8'b00110000;
                        rw_wdata=rs2_data<<32;
                    end
                    2'b11:begin
                        mask_out=8'b11000000;
                        rw_wdata=rs2_data<<48;
                    end
                endcase
            end
            3'b111:begin
                case(alu_out)
                    3'b000:begin
                        mask_out=8'b00000001;
                        rw_wdata=rs2_data;
                    end
                    3'b001:begin
                        mask_out=8'b00000010;
                        rw_wdata=rs2_data<<8;
                    end
                    3'b010:begin
                        mask_out=8'b00000100;
                        rw_wdata=rs2_data<<16;
                    end
                    3'b011:begin
                        mask_out=8'b00001000;
                        rw_wdata=rs2_data<<24;
                    end
                    3'b100:begin
                        mask_out=8'b00010000;
                        rw_wdata=rs2_data<<32;
                    end
                    3'b101:begin
                        mask_out=8'b00100000;
                        rw_wdata=rs2_data<<40;
                    end
                    3'b110:begin
                        mask_out=8'b01000000;
                        rw_wdata=rs2_data<<48;
                    end
                    3'b111:begin
                        mask_out=8'b10000000;
                        rw_wdata=rs2_data<<56;
                    end
                endcase
            end
        endcase
    end
endmodule
```
==> results.tsv <==
metric	value	unit
synth_warnings	1	
core-area	7290	um2
routed_via_density	6.79	
cp_max_fo	12	
finalCritPeriodShare	90.4	%
fin_area	4570	um2
firstDrtPassIters	7	
finalSetupTns	0	ps
maxCapViolations	0	
ys_chip_area	3040	um2
num_rows	31	
nClkBuffers	0	
syn_inst	407	
whs_endpoint	rw_wdata[47]	
critPathKind	in -> out	
min_period	4700	ps
synth.avg_cell_area	7.48	um2
timing.fmax	213	MHz
hold_viol	0	
grt_pass1_vias	3959	
holdPathStages	4	
drive_gt1_share	12.0	%
numSequentialCells	0	
ys_types	62	
seqCellArea	0	um2
warning_count	33	
postLayoutCoreUtil	62.7	%
drtIter0Drc	382	
initial_core_util	41.7	%
ant_nets	0	
slew_viol_final	0	
final_common_cell	clkdlybuf4s50_1	
hpwlAfterDp	10200	um
synthToLayoutAreaGrowth	50.3	%
comb_area	2750	um2
peakVddDrop	0.0528	mV
die_area	7960	um2
place_area	4570	um2
power_density	110	nW/um2
hold_buffers	0	
hp-start	rs2_data[47]	
routedWlPerCell	22.2	um
finalSetupViolations	0	
arrival	3660	ps
die_h	89.2	um
hold_slack	3070	ps
p_leak	1.82	nW
rsz0062_at_grt	no	
hp-class	in -> out	
cp.required	4160	ps
ctsResizeCount	0	
syn_area	3040	um2
post_cts_buffers	0	
gp_congestion	0.999	
num_vias	4302	
routed_wl	14000	um
grt.overflow.total	0	
antenna_found_initial	0	
worst_setup_path_end_kind	primary output	
ys_seq_share	0	%
globalRouteTotalUtil	35.4	%
grt_max_degree	43	
slew_headroom	42.7	%
mostFrequentLayoutCells	clkdlybuf4s50_1 (139), a22o_1 (38), mux2i_1 (33), buf_4 (33), o21ai_0 (21)	
final_cells	634	
tightest_slew	859	ps
startpoint_type	input pin	
status	complete, no violations	
ys_cells	407	
dp.cells	634	
drc	0	
grt_pass1_wl	21300	um
ios	142	
antenna-diode-count	0	
fp.dieW	89.2	um
portBuffers	142	
nFillCells	674	
power breakdown:
part	leakage (nW)	switching [mW]	internal (mW)	total (mW)
clock	0	0	0	0
sequential	0	0	0	0
combinational	1.82	0.218	0.284	0.502
total	1.82	0.218	0.284	0.502
how the worst max path moves through the flow:
stage                            start            to  slack [ps]  depth (start not counted)
after global routing  memdata_width[2]  rw_wdata[56]         370                          7
after CTS             memdata_width[2]  rw_wdata[56]         540                          7
final                 memdata_width[2]  rw_wdata[56]         500                          7
per-layer routing:
layer  global-route usage, %  wire length (um)  vias up
met5                       0                 0        -
met2                    56.7              6280      292
met1                    50.0              5870     2012
met4                    9.67               435        0
met3                    5.24              1460       41
li1                        -                 -     1957
cells by family (layout without fill, tap and decap cells):
logic type | count (synthesis) | after routing | synth area share [%]
AOI/OAI and AO/OA | 206 | 206 | 55.5
and+or+nand+nor | 91 | 91 | 16.4
buffers and inverters | 60 | 188 | 9.74
muxes | 48 | 48 | 17.5
xor gates and xnor gates | 2 | 2 | 0.823
cells in the mapped netlist (3+ instances only):
cell type / number / area (um2)
mux2_2: 12 / 135
nand2b_1: 5 / 31.3
o221ai_1: 7 / 61.3
nand3b_1: 4 / 30.0
a22o_1: 38 / 333
and2_1: 10 / 62.6
buf_2: 21 / 105
nor3_1: 7 / 35.0
or3_1: 3 / 18.8
a21oi_1: 5 / 25.0
clkbuf_1: 15 / 56.3
o22ai_1: 8 / 50.1
o211ai_1: 9 / 67.6
o2bb2ai_1: 14 / 123
nand3_1: 6 / 30.0
nor2b_1: 9 / 56.3
a2bb2oi_1: 4 / 35.0
nand2_1: 17 / 63.8
mux4_2: 3 / 67.6
a32o_1: 7 / 70.1
nor2_1: 16 / 60.1
o21ai_0: 21 / 105
a221oi_1: 7 / 61.3
a21o_1: 10 / 75.1
mux2i_1: 33 / 330
buf_6: 3 / 33.8
a22oi_1: 17 / 128
buf_4: 6 / 45.0
a221o_1: 19 / 190
inv_1: 11 / 41.3
or3b_2: 3 / 26.3
a32oi_1: 5 / 43.8
o2111ai_1: 3 / 26.3
a211o_1: 9 / 78.8
area by class of cell:
| class | count | share of cell area (%) |
|---|---|---|
| repair buffers | 175 | 36.2 |
| well taps | 99 | 2.71 |
| inverters | 13 | 1.07 |
| multi-input cells | 347 | 60.1 |
worst max-delay path, cell delays in order:
cell             delay, ps
clkdlybuf4s50_1        690
buf_4                  240
inv_1                  110
or3b_2                 690
nor3_1                 290
a211o_1                140
clkdlybuf4s50_1        460
through the flow:
step                      power, mW  setup slack (ps)
final                         0.502               501
after global routing          0.540               365
after detailed placement      0.494               545
after global placement        0.495               555
after floorplan               0.225              1770
after CTS                     0.497               536
No activity file was given, so power comes from the tool's default toggle rates.
