==> flow/design.v <==
interface DDR_ift;
    logic [ 63:0] raddr_mem;
    logic [ 63:0] waddr_mem;
    logic [127:0] wdata_mem;
    logic [127:0] rdata_mem;
    logic         rvalid_mem;
    logic         wvalid_mem;
    logic         wen_mem;
    logic         ren_mem;
    logic [ 15:0] wmask_mem;
    modport Master(
        output waddr_mem,
        output raddr_mem,
        output wdata_mem,
        input rdata_mem,
        input rvalid_mem,
        input wvalid_mem,
        output wen_mem,
        output ren_mem,
        output wmask_mem
    );
    modport Slave(
        input waddr_mem,
        input raddr_mem,
        input wdata_mem,
        output rdata_mem,
        output wvalid_mem,
        output rvalid_mem,
        input wen_mem,
        input ren_mem,
        input wmask_mem
    );
endinterface
interface Uart_ift;
    logic [63:0] waddr_mem;
    logic [63:0] raddr_mem;
    logic [63:0] wdata_mem;
    logic [63:0] rdata_mem;
    logic        rvalid_mem;
    logic        wvalid_mem;
    logic        wen_mem;
    logic        ren_mem;
    logic [ 7:0] wmask_mem;
    modport Master(
        output waddr_mem,
        output raddr_mem,
        output wdata_mem,
        input rdata_mem,
        input rvalid_mem,
        input wvalid_mem,
        output wen_mem,
        output ren_mem,
        output wmask_mem
    );
    modport Slave(
        input waddr_mem,
        input raddr_mem,
        input wdata_mem,
        output rdata_mem,
        output rvalid_mem,
        output wvalid_mem,
        input wen_mem,
        input ren_mem,
        input wmask_mem
    );
endinterface
module ALU_Sel(
    input [1:0] alu_asel,
    input [1:0] alu_bsel,
    input [1:0] rs1_forwarding,
    input [1:0] rs2_forwarding,
    input [63:0] MEMalu_res,
    input [63:0] rdata_mem,
    input [63:0] rd_data,
    input [63:0] rs1,
    input [63:0] pc,
    input [63:0] rs2,
    input [63:0] imm,
    input [31:0] EXinst,
    output reg [63:0] A,
    output reg [63:0] B,
    output reg [63:0] EXrs2_final
);
    reg isR;
    reg isWR;
    reg isBRANCH;
    reg isJAL;
    reg isAUIPC;
    reg isLUI;
    reg isSW;
    wire [6:0] opcode = EXinst[6:0];
    always @*begin
        isR = (opcode == 7'b0110011);
        isWR = (opcode == 7'b0111011);
        isBRANCH = (opcode == 7'b1100011);
        isJAL = (opcode == 7'b1101111);
        isLUI = (opcode == 7'b0110111);
        isAUIPC = (opcode == 7'b0010111);
        isSW = (opcode == 7'b0100011);
    end
    always @* begin
        if (isBRANCH == 0) begin
            if (rs1_forwarding == 1) begin
                A = MEMalu_res;
            end else if (rs1_forwarding == 2) begin
                A = rd_data;
            end else if (rs1_forwarding == 3) begin
                A = rdata_mem;
            end else if (alu_asel == 2'b00) begin
                A = 0;
            end else if (alu_asel == 2'b01) begin
                A = rs1;
            end else begin
                A = pc;
            end  
        end
        else begin
            if (alu_asel == 2'b00) begin
                A = 0;
            end else if (alu_asel == 2'b01) begin
                A = rs1;
            end
            else begin
                A = pc;
            end
        end
    end
    always @* begin
        if (isBRANCH == 0 && isSW == 0) begin
            if (rs2_forwarding == 1) begin
                B = MEMalu_res;
            end
            else if (rs2_forwarding == 2) begin
                B = rd_data;
            end
            else if (rs2_forwarding == 3) begin
                B= rdata_mem;
            end else if (alu_bsel == 2'b00) begin
                B = 0;
            end else if (alu_bsel == 2'b01) begin
                B = rs2;
            end
            else begin
                B = imm;
            end
        end
        else begin
            if (alu_bsel == 2'b00) begin
                B = 0;
            end else if (alu_bsel == 2'b01) begin
                B = rs2;
            end else  begin
                B = imm;
            end
        end
    end
    always @(*) begin
        if (rs2_forwarding == 1) begin
            EXrs2_final = MEMalu_res;
        end
        else if (rs2_forwarding == 2) begin
            EXrs2_final = rd_data;
        end
        else if (rs2_forwarding == 3) begin
            EXrs2_final = rdata_mem;
        end else begin
            EXrs2_final = rs2;
        end
    end
endmodule
==> flow/run.sh <==
#!/bin/bash
# OpenROAD 26Q1-2900-gdf79404cd8, Yosys 0.63+post, stock flow scripts
make -C /OpenROAD-flow-scripts/flow DESIGN_CONFIG=/design/flow/config.mk WORK_HOME=/design/flow/orfs finish
==> flow/config.mk <==
export PLATFORM = sky130hd
export DESIGN_NAME = ALU_Sel
export DESIGN_NICKNAME = ALU_Sel
export VERILOG_FILES = /design/flow/design.v
export SDC_FILE = /design/flow/constraint.sdc
export NUM_CORES = 4
export LEC_CHECK = 1
export CORE_AREA = 10 10 265 265
export DIE_AREA = 0 0 275 275
==> flow/constraint.sdc <==
current_design ALU_Sel

set clk_period 9.6
set clk_io_pct 0.2

create_clock -name clk0 -period $clk_period

set non_clock_inputs [all_inputs -no_clocks]
set_input_delay [expr $clk_period * $clk_io_pct] -clock clk0 $non_clock_inputs
set_output_delay [expr $clk_period * $clk_io_pct] -clock clk0 [all_outputs]
==> impl_metrics.py <==
# Generated from Yosys and OpenROAD reports
metrics = {
    "status": {
        "outcome": "finished clean",
    },
    "placed_design": {
        "number_of_cells_in_the_design_after_placement": 2450,
        "placed_cell_area_um2": 14100,
        "io_buffers": 655,
        "place_congestion": 0.874,
        "hpwl_mm": 48.9,
        "setup_slack_at_placement_ns": 2.79,
    },
    "cells_and_area": {
        "num-clock-buffers": 0,
        "final_cell_area_um2": 14100,
        "final_layout_top_logic_cell": "sky130_fd_sc_hd__clkdlybuf4s50_1",
        "mostFrequentLayoutCells": "649 x sky130_fd_sc_hd__clkdlybuf4s50_1, 179 x sky130_fd_sc_hd__a22oi_1, 113 x sky130_fd_sc_hd__o21ai_0",
        "flop-count": 0,
        "finish.cell_count_without_fillers": 2454,
        "layout-area-overhead-vs-synth_pct": 109,
        "proportion_of_layout_cells_with_a_drive_suffix_above_1_pct": 6.83,
        "final-seq-area_um2": 0,
    },
    "global_route": {
        "grt_first_pass_wirelength_mm": 82.1,
        "antenna_found_initial": 4,
        "grt_pass1_vias": 11200,
        "grt_start_max_net_pins": 84,
        "grt_total_usage_pct": 15.0,
        "grt-ovfl-total": 0,
    },
    "final_timing": {
        "final_hold_violation_count": 0,
        "drv_slew": 0,
        "tns_ns": 0,
        "unrepaired_setup_endpoints_after_global_routing": "false",
        "final-setup-viol-count": 0,
        "layout_min_cycle_time_ns": 6.77,
        "worst-slew-pin-transition_ns": 0.764,
        "fmaxAchievable_mhz": 148,
        "slew_headroom_pct": 47.6,
        "timing.final.ws_setup_ns": 2.83,
        "period_used_pct": 70.5,
    },
    "floorplan": {
        "die_height_um": 275,
        "fp.coreArea_um2": 64500,
        "number_of_rows_created_at_floorplan": 93,
        "area_of_the_die_um2": 75600,
        "fp-utilization_pct": 10.5,
        "io_pins": 680,
        "dieWidth_um": 275,
    },
    "cts": {
        "cts_hold_repair.buffers": 0,
        "count_of_buffers_added_by_post_cts_timing_repair_for_setup": 0,
        "cts_repair_resize_count": 0,
    },
    "power_and_ir_drop": {
        "proportion_of_power_drawn_by_flip_flops_and_latches_pct": 0,
        "p_sw_mw": 0.299,
        "clock_power_share_pct": 0,
        "p_leak_nw": 4.95,
        "intPower_mw": 0.441,
        "power_density_nw_per_um2": 52.5,
        "total_power_mw": 0.740,
        "peakVddDrop_mv": 0.0317,
        "combPwrFrac_pct": 100.0,
        "power_switching_share_pct": 40.4,
    },
    "setup_path": {
        "crit_path_top_delay_cell": "sky130_fd_sc_hd__buf_4",
        "timing.critical_path.slowest_cell_delay_ns": 0.57,
        "path_class": "in -> out",
        "critical_path.cell_chain": "clkdlybuf4s50_1, nand4bb_4, nor3b_4, buf_4, buf_4, o22ai_1, clkdlybuf4s50_1",
        "worst_setup_path_start_kind": "primary input",
        "path_max_fanout": 35,
        "crit_buf_inv": 4,
        "worst_path_dominant_cell_family": "buffers and inverters",
        "critical_path_arrival_ns": 4.85,
        "setup.worst_path.end_class": "output pin",
        "cp_required_ns": 7.68,
    },
    "flow_run": {
        "max_cap_viol_count": 0,
        "tool_warnings": 57,
    },
    "drt": {
        "drt-initial-drc-count": 761,
        "dr_total_vias": 11100,
        "post_drt_via_cell_ratio": 4.52,
        "antenna_left": 0,
        "drc": 0,
        "dr.pass1.iters": 7,
        "routed_wire_length_per_instance_um": 24.8,
        "drt_wl_total_mm": 60.9,
    },
    "worst_hold_path": {
        "hold_path_end": "EXrs2_final[20]",
        "worst_hold_path.num_cells": 4,
        "hold_start": "rs2_forwarding[0]",
        "min_delay_worst_type": "in -> out",
    },
    "logic_synthesis": {
        "yosysChipArea_um2": 6750,
        "post_synthesis_cells": 1045,
        "count_of_cell_types_in_the_netlist": 28,
        "yosysWarningCount": 1,
        "yosys-stat-cells": 1045,
        "synth.avg_cell_area_um2": 6.46,
        "ys_seq_share_pct": 0,
        "post_synthesis_cell_area_um2": 6750,
    },
}
[cell type report]
| cell class | instances | area, µm² |
|---|---|---|
| diodes | 4 | 10.0 |
| repair buffers | 682 | 6780 |
| multi-input cells | 911 | 6240 |
| inverters | 2 | 7.51 |
| fillers | 7276 | 50400 |
| well taps | 855 | 1070 |
[routing by layer]
| layer | vias up | GRT usage, % | wire length [µm] |
|---|---|---|---|
| met5 | - | 0 | 13 |
| met4 | 2 | 4.14 | 1770 |
| met3 | 81 | 4.16 | 5880 |
| met2 | 632 | 24.7 | 28400 |
| met1 | 5206 | 18.9 | 24800 |
| li1 | 5163 | - | - |
[cell families after synthesis]
family | synth area share (%)
AOI/OAI and AO/OA | 54.2
buffers and inverters | 8.73
muxes | 21.3
and+or+nand+nor | 15.7
[power by group through the flow]
stage | combinational (mW) | sequential (mW) | clock [mW]
CTS | 0.746 | 0 | 0
global route | 0.793 | 0 | 0.0000000141
finish | 0.740 | 0 | 0.0000000338
[worst max path at each step]
stage | startpoint | endpoint | cells past startpoint
after CTS | EXinst[1] | B[52] | 7
after global routing | EXinst[2] | B[52] | 7
final | EXinst[1] | B[52] | 7
[per-stage QoR]
step / utilization [%] / hold WS, ns
after floorplan: - / 3.90
after global placement: 21.9 / 4.71
after detailed placement: 21.9 / 4.69
after CTS: 21.9 / 4.71
after global routing: 21.9 / 4.76
final: 21.9 / 4.69
[worst min-delay path, cell delays in order]
cell                              delay [ns]
sky130_fd_sc_hd__buf_6                  0.25
sky130_fd_sc_hd__nand2_1                0.11
sky130_fd_sc_hd__o21ai_0                0.07
sky130_fd_sc_hd__clkdlybuf4s50_1        0.42
[Yosys cell counts, types with 2 or more instances]
cell type | n | share of area [%]
sky130_fd_sc_hd__buf_1 | 10 | 0.56
sky130_fd_sc_hd__inv_1 | 2 | 0.11
sky130_fd_sc_hd__mux2_2 | 64 | 11
sky130_fd_sc_hd__nand2_1 | 111 | 6.2
sky130_fd_sc_hd__o22a_1 | 16 | 2.1
sky130_fd_sc_hd__nand2b_1 | 55 | 5.1
sky130_fd_sc_hd__nor2b_1 | 4 | 0.37
sky130_fd_sc_hd__buf_2 | 45 | 3.3
sky130_fd_sc_hd__a22o_1 | 13 | 1.7
sky130_fd_sc_hd__o21a_1 | 80 | 8.9
sky130_fd_sc_hd__o22ai_1 | 77 | 7.1
sky130_fd_sc_hd__a311oi_1 | 2 | 0.26
sky130_fd_sc_hd__mux2i_1 | 72 | 11
sky130_fd_sc_hd__buf_4 | 8 | 0.89
sky130_fd_sc_hd__a21oi_1 | 43 | 3.2
sky130_fd_sc_hd__a22oi_1 | 179 | 20
sky130_fd_sc_hd__o21ai_0 | 114 | 8.4
sky130_fd_sc_hd__o2bb2ai_1 | 2 | 0.26
sky130_fd_sc_hd__nor2_1 | 57 | 3.2
sky130_fd_sc_hd__clkbuf_1 | 69 | 3.8
sky130_fd_sc_hd__a222oi_1 | 15 | 2.2
