**./design.v**
```verilog
interface DDR_ift;
    logic [ 63:0] raddr_mem;
    logic [ 63:0] waddr_mem;
    logic [127:0] wdata_mem;
    logic [127:0] rdata_mem;
    logic         rvalid_mem;
    logic         wvalid_mem;
    logic         wen_mem;
    logic         ren_mem;
    logic [ 15:0] wmask_mem;
    modport Master(
        output waddr_mem,
        output raddr_mem,
        output wdata_mem,
        input rdata_mem,
        input rvalid_mem,
        input wvalid_mem,
        output wen_mem,
        output ren_mem,
        output wmask_mem
    );
    modport Slave(
        input waddr_mem,
        input raddr_mem,
        input wdata_mem,
        output rdata_mem,
        output wvalid_mem,
        output rvalid_mem,
        input wen_mem,
        input ren_mem,
        input wmask_mem
    );
endinterface
interface Uart_ift;
    logic [63:0] waddr_mem;
    logic [63:0] raddr_mem;
    logic [63:0] wdata_mem;
    logic [63:0] rdata_mem;
    logic        rvalid_mem;
    logic        wvalid_mem;
    logic        wen_mem;
    logic        ren_mem;
    logic [ 7:0] wmask_mem;
    modport Master(
        output waddr_mem,
        output raddr_mem,
        output wdata_mem,
        input rdata_mem,
        input rvalid_mem,
        input wvalid_mem,
        output wen_mem,
        output ren_mem,
        output wmask_mem
    );
    modport Slave(
        input waddr_mem,
        input raddr_mem,
        input wdata_mem,
        output rdata_mem,
        output rvalid_mem,
        output wvalid_mem,
        input wen_mem,
        input ren_mem,
        input wmask_mem
    );
endinterface
module ALU (
  input  [63:0] a,  
  input  [63:0] b,  
  input  [3:0]  alu_op,  
  input  csr_we_EX,
  input  [63:0] csr_val_EX,
  output [63:0] res 
);
  parameter   ADD  = 4'b0000,
              SUB  = 4'b0001,
              SLL  = 4'b0111,
              SLT  = 4'b0101,
              SLTU = 4'b0110,
              XOR  = 4'b0100,
              SRL  = 4'b1000,
              SRA  = 4'b1001,
              OR   = 4'b0011,
              AND  = 4'b0010,
              ADDW = 4'b1010,
              SUBW = 4'b1011,
              SLLW = 4'b1100,
              SRLW = 4'b1101,
              SRAW = 4'b1110;
  reg [63:0]result;
  assign res = (csr_we_EX == 0)? result : csr_val_EX;
  integer i;
  reg [7:0]imm_shi;
  reg [63:0]b_down;
  always @(*) begin
    imm_shi = b[7:0];
    b_down = b;
      case (alu_op)
          4'b1111 : result = a + b; 
          ADD:  result = a + b;  
          SUB:  result = a - b;  
          SLL:  begin
            if(b[63] == 0) result = a << b;              
            else result = $signed(a) << (32-(~b+1)%32);
          end  
          SLT:  begin  
            if(a[63] == b[63]) begin
              result = (a < b)? {63'b0,~a[63]} : {63'b0,a[63]};  
            end
            else if(a[63] == 0&&b[63] == 1) result = 0;  
            else if(a[63] == 1&&b[63] == 0) result = {63'b0,1'b1};
            else result = 0;
          end
          SLTU: result = (a < b)? 1: 0;  
          XOR:  result = a ^ b;  
          SRL:  begin 
            if(b[63] == 0) result = a >> b;              
            else result = $signed(a) >> (32-(~b+1)%32);
          end 
          SRA:begin
          if(b[63] == 0) result = $signed(a) >>> imm_shi;              
            else result = $signed(a) >>> (32-(~b+1)%32);
          end
          OR:   result = a|b;  
          AND:  result = a&b;  
          ADDW : begin
            result = a+b;
            result = {{32{result[31]}},result[31:0]};
          end
          SUBW : begin
            result = a-b;
            result = {{32{result[31]}},result[31:0]};
          end
          SLLW : begin
            result = {{32{a[31]}},a[31:0]};
            if(b[63] == 0) result = a << b;
            else result = $signed(result) << (32-(~b+1)%32);
            result = {{32{result[31]}},result[31:0]};
          end
          SRLW : begin
            result = {32'b0,a[31:0]};
            if(b[63] == 0) result = result >> b;
            else result = $signed(result) >> (32-(~b+1)%32);
              result = {{32{result[31]}},result[31:0]};
            end
          SRAW : begin
            result = {{32{a[31]}},a[31:0]};
            if(b[63] == 0) result = $signed (result) >>> imm_shi ;
            else result = $signed(result) >>> (32-(~b+1)%32);
            result = {{32{result[31]}},result[31:0]};
          end        
          default: result = a;  
      endcase
  end
endmodule
```
**./run.sh**
```bash
#!/bin/bash
# OpenROAD 26Q1-2900-gdf79404cd8, Yosys 0.63+post, stock flow scripts
make -C /OpenROAD-flow-scripts/flow DESIGN_CONFIG=/design/flow/config.mk WORK_HOME=/design/flow/orfs finish
```
**./config.mk**
```make
export PLATFORM = sky130hd
export DESIGN_NAME = ALU
export DESIGN_NICKNAME = ALU
export VERILOG_FILES = /design/flow/design.v
export SDC_FILE = /design/flow/constraint.sdc
export NUM_CORES = 4
export LEC_CHECK = 1
export CORE_UTILIZATION = 40
```
**./constraint.sdc**
```tcl
current_design ALU

set clk_period 23.5
set clk_io_pct 0.2

create_clock -name clk0 -period $clk_period

set non_clock_inputs [all_inputs -no_clocks]
set_input_delay [expr $clk_period * $clk_io_pct] -clock clk0 $non_clock_inputs
set_output_delay [expr $clk_period * $clk_io_pct] -clock clk0 [all_outputs]
```
==> ds_physical_params.txt <==
Table: implementation figures

Parameter                              Value

Job
  Max-capacitance violation count .................. 2
  Count of warning messages emitted by the tools .................. between 150 and 200

Placement
  Placed standard-cell area .................. approximately 0.038 mm^2
  Worst Setup Slack post-DPL .................. between 7 and 8 ns
  Number of port buffers .................. 261
  Routability Congestion .................. 1.333
  Half-perimeter wire length after placement .................. 219100 um
  # placed instances .................. about 6500

Pwr
  Power density over the cells .................. ~35 mW/mm^2
  Switching part of the total power .................. a little over two thirds
  Worst IR drop on VDD .................. between 0.000015 and 0.00002 V
  Internal power component .................. approximately 0.40 mW
  Leakage .................. approximately 15 nW
  P_sw .................. 0.9344 mW
  Total Power Consumption .................. between 1 and 1.5 mW

Yosys
  Synth cell types .................. ~87
  Post-Syn Area .................. between 0.03 and 0.04 mm^2
  Synthesized area per cell .................. slightly above 6 um^2
  Fraction of the yosys area taken by sequential cells .................. 0%
  Biggest area consumer among synthesized cells .................. sky130_fd_sc_hd__a21oi_1
  Cells after Synth .................. between 5000 and 6000
  Cell area leaders .................. sky130_fd_sc_hd__a21oi_1 8.5%, sky130_fd_sc_hd__mux2i_1 8.2%, sky130_fd_sc_hd__mux4_2 7.6%, sky130_fd_sc_hd__o21ai_0 7.5%, sky130_fd_sc_hd__ha_1 7.2%
  Summed standard-cell area reported by yosys .................. between 0.03 and 0.04 mm^2
  Tally of yosys warning messages .................. 1
  Number of cell instances after yosys synthesis .................. roughly 5400
  Top area contributor share .................. under 10%

Cells and area
  Flop count .................. 0
  Count of placed standard cells in the final layout, fillers left out .................. between 6000 and 7000
  Fraction of final layout cells with drive strength greater than 1 .................. 10.22%
  Signed area change from the synthesized netlist to the final layout .................. 12.87%
  Clkbuf count .................. 0
  Area occupied by registers .................. 0 um^2
  Final Core Density .................. between 40% and 50%
  Filler cell count in the final layout .................. approximately 8600
  Multi-input logic area .................. ~0.031 mm^2
  Post-route cell area .................. ~0.038 mm^2

Die
  Row count .................. between 100 and 150
  Die outline width .................. between 200 and 300 um
  I/O pin cnt .................. ~260
  Vertical die dimension .................. about 290 um
  Overall chip area .................. between 0.08 and 0.09 mm^2
  Core Region .................. 0.08264 mm^2
  Core Util at FP .................. 40.66%

Final timing
  Slew headroom .................. -16.50%
  Actual slew at the worst max-slew pin .................. between 1.5 and 2 ns
  Final hold violations .................. 0
  Total count of max-transition violations in the final report .................. 5
  Minimum setup slack in the final design .................. around 6.8 ns
  Total of endpoints with negative setup slack in the final report .................. 0
  Highest clock frequency the design can meet .................. 59.79 MHz
  Setup repair after global routing missed its margin .................. no
  Smallest hold slack .................. 10.31 ns
  Post-layout period usage of the worst path .................. 71.17%
  Setup TNS .................. 0 ns
  Final Critical Period .................. around 17 ns

Worst hold path
  Worst min-delay path class .................. input pin to output pin
  Worst Hold Launch .................. csr_val_EX[38]
  Endpoint of the worst hold path .................. res[38]
  Instance count along the most critical hold path .................. 4

Routing
  Antenna-violating nets left .................. 0
  Routed wirelength normalized by instance count .................. 43.37 um
  Detailed-route DRC error count .................. 0
  Router iterations before antenna repair .................. 17
  Number of DRC violations after detailed-routing iteration 0 .................. roughly 11000
  Drt via density .................. ~8
  Routed wire length .................. 282500 um
  Vias after detailed routing .................. roughly 52000

Setup path
  Worst Setup End Kind .................. output pin
  Worst Setup Start Kind .................. input pin
  Critical path data required time .................. 18.80 ns
  Maximum net fanout on the critical path .................. roughly 50
  Category of the critical setup timing path .................. input pin to output pin
  Crit path DAT .................. around 12 ns

CTS
  Setup bufs post-CTS .................. 0
  Number of cells upsized or downsized after cts .................. 0
  Hold buffer count at CTS .................. 0

Outcome
  Outcome .................. finished with violations
  Failing checks .................. max-capacitance violations, max-slew violations

GRT
  Largest net degree at the start of global routing .................. around 110
  GRT Total Usage .................. around two thirds
  Total overflow reported by the global router .................. 0
  Vias in the first global route .................. between 40000 and 50000
  Wire length of the first global-routing pass .................. 382500 um
  Antenna violations before repair .................. 32
## Yosys cell counts, drive strengths merged (85+ instances only)
library cell  number
a211oi            92
a21oi            568
a31oi             85
buf              154
clkbuf           379
ha               194
inv              215
mux2i            275
mux4             113
nand2            631
nand3            143
nor2             615
nor3             110
o211ai           122
o21ai            510
## how the worst max path moves through the flow
stage     cells after the start  from       to  slack [ns]
4_1_cts                      18  b[1]  res[53]        7.57
6_report                     16  b[1]  res[16]        6.78
5_1_grt                      16  b[1]  res[41]        7.08
## critical path, stage by stage
cell	delay (ns)
sky130_fd_sc_hd__buf_6	0.44
sky130_fd_sc_hd__inv_2	0.25
sky130_fd_sc_hd__ha_4	0.57
sky130_fd_sc_hd__or3b_1	0.47
sky130_fd_sc_hd__nand2_1	0.12
sky130_fd_sc_hd__mux2i_1	0.24
sky130_fd_sc_hd__nor2_4	0.60
sky130_fd_sc_hd__buf_4	0.44
sky130_fd_sc_hd__buf_4	0.52
sky130_fd_sc_hd__nand2_1	0.15
sky130_fd_sc_hd__a31oi_1	0.68
sky130_fd_sc_hd__a21oi_1	0.14
sky130_fd_sc_hd__o21ai_0	1.33
sky130_fd_sc_hd__a221oi_1	0.28
sky130_fd_sc_hd__a21oi_1	0.41
sky130_fd_sc_hd__clkdlybuf4s50_1	0.54
## final cells by class
type / count / area share [%]
multi-input combinational: 4638 / 81.33
inverter: 219 / 2.190
tap: 1070 / 3.530
antenna: 34 / 0.2243
timing repair buffer: 554 / 12.72
## routing by layer
| metal | global-route usage, % | vias up | wire [um] |
|---|---|---|---|
| li1 | - | 20390 | - |
| met1 | 75.49 | 23810 | 95510 |
| met2 | 80.88 | 5880 | 99260 |
| met3 | 39.63 | 1940 | 49410 |
| met4 | 59.61 | 47 | 36840 |
| met5 | 15.31 | - | 1509 |
## cells in the final DEF, fill, tap and decap left out, types with 34 or more instances in the layout
| cell | n |
|---|---|
| sky130_fd_sc_hd__nand3_1 | 142 |
| sky130_fd_sc_hd__nand2b_1 | 51 |
| sky130_fd_sc_hd__nor2_1 | 612 |
| sky130_fd_sc_hd__mux4_2 | 113 |
| sky130_fd_sc_hd__o221ai_1 | 43 |
| sky130_fd_sc_hd__a31oi_1 | 85 |
| sky130_fd_sc_hd__o31ai_1 | 47 |
| sky130_fd_sc_hd__nand2_1 | 629 |
| sky130_fd_sc_hd__o21bai_1 | 43 |
| sky130_fd_sc_hd__mux2i_1 | 275 |
| sky130_fd_sc_hd__a21oi_1 | 563 |
| sky130_fd_sc_hd__nor3_1 | 108 |
| sky130_fd_sc_hd__xnor2_1 | 47 |
| sky130_fd_sc_hd__a21o_1 | 50 |
| sky130_fd_sc_hd__a211oi_1 | 92 |
| sky130_fd_sc_hd__clkdlybuf4s50_1 | 253 |
| sky130_fd_sc_hd__ha_1 | 193 |
| sky130_fd_sc_hd__o22ai_1 | 84 |
| sky130_fd_sc_hd__o211ai_1 | 122 |
| sky130_fd_sc_hd__nor4_1 | 44 |
| sky130_fd_sc_hd__a221oi_1 | 69 |
| sky130_fd_sc_hd__diode_2 | 34 |
| sky130_fd_sc_hd__a22oi_1 | 66 |
| sky130_fd_sc_hd__buf_4 | 292 |
| sky130_fd_sc_hd__nand4_1 | 38 |
| sky130_fd_sc_hd__o21ai_0 | 502 |
| sky130_fd_sc_hd__inv_1 | 209 |
| sky130_fd_sc_hd__mux2_2 | 60 |
## cells by family after synthesis
kind of cell	Yosys count	share of synthesized area, %
adder cells (fa/ha/maj)	196	7.343
AND/OR/NAND/NOR	1800	23.57
XOR/XNOR	61	1.590
AND-OR/OR-AND	2133	41.02
multiplexers	448	17.78
buffers and inverters	752	8.705
Power and IR drop assume default switching activity.
